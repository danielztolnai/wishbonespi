## design.v

```verilog
`timescale 1ns / 1ps
module srl_fifo #(
   parameter WIDTH=8
   ) (
   input              clk,
   input              rst,
   input              wr,
   input              rd,
   input  [WIDTH-1:0] din,
   output [WIDTH-1:0] dout,
   output             empty,
   output             full
) ;
integer i;
reg [WIDTH-1:0] srl_shr[15:0];
always @ (posedge clk)
begin
   if(wr) begin
      for (i=15; i>0; i=i-1) begin
         srl_shr[i] <= srl_shr[i-1];
      end
      srl_shr[0] <= din;
   end
end
reg [4:0] srl_dcnt;
always @ (posedge clk)
begin
   if (rst) begin
      srl_dcnt <= 0;
   end
   else begin
      if (wr & ~rd)
         srl_dcnt <= srl_dcnt + 1'b1;
      else if (~wr & rd)
         srl_dcnt <= srl_dcnt - 1'b1;
   end
end
reg [4:0] srl_addr;
always @ (posedge clk)
begin
   if (rst) begin
      srl_addr <= 5'h1F;
   end
   else begin
      if (wr & ~rd)
         srl_addr <= srl_addr + 1'b1;
      else if (~wr & rd)
         srl_addr <= srl_addr - 1'b1;
   end
end
assign empty = srl_addr[4];
assign full  = srl_dcnt[4];
assign dout = srl_shr[srl_addr[3:0]];
endmodule
`timescale 1ns / 1ps
module shr(
   input        clk,
   input        rst,
   input        din,      
   input        sh,       
   input        ld,       
   input  [7:0] ld_data,  
   output       dout,     
   output [7:0] dstr      
);
reg [7:0] shr;
always @ (posedge clk)
begin
   if(rst)
      shr <= 8'b0;
   else if(ld)
      shr <= ld_data;
   else if(sh)
      shr <= {din, shr[7:1]};
end
assign dstr = {din, shr[7:1]};
assign dout = shr[0];
endmodule
`timescale 1ns / 1ps
module spi_if(
   input         clk,       
   input         rst,       
   input  [10:0] din,      
   input         cmd,      
   input         wr,       
   input         rd,       
   output [ 8:0] dout,     
   output        ack,      
   output        spi_mosi,
   output        spi_sck,
   output        spi_ss,
   input         spi_miso
);
reg [1:0] spi_mode;        
reg       spi_endianness;  
reg [7:0] spi_baudrate;    
always @ (posedge clk)
begin
   if(rst) begin
      spi_mode       <= 2'b0;
      spi_endianness <= 1'b0;
      spi_baudrate   <= 8'b0;
   end
   else if(cmd) begin
      spi_mode       <= din[ 1:0];
      spi_endianness <= din[ 2:2];
      spi_baudrate   <= din[10:3];
   end
end
wire sck_cntr_en;
assign sck_cntr_en = ~spi_ss;
reg [7:0] sck_cntr;
always @ (posedge clk)
begin
   if (rst)
      sck_cntr <= 8'b0;
   else if(sck_cntr == spi_baudrate)
      sck_cntr <= 8'b0;
   else if(sck_cntr_en)
      sck_cntr <= sck_cntr + 1'b1;
end
reg spi_sck_reg;
always @ (posedge clk)
begin
   if (rst)
      spi_sck_reg <= 1'b0;
   else if(~sck_cntr_en)
      spi_sck_reg <= 1'b0;
   else if(sck_cntr == spi_baudrate)
      spi_sck_reg <= ~spi_sck_reg;
end
assign spi_sck = (spi_mode[1] == 1'b0) ? (spi_sck_reg & ~spi_ss) : (~spi_sck_reg & spi_ss);
wire spi_sck_rise, spi_sck_fall;
assign spi_sck_rise = (~spi_sck_reg) & (sck_cntr == spi_baudrate) & (sck_cntr_en);
assign spi_sck_fall = ( spi_sck_reg) & (sck_cntr == spi_baudrate) & (sck_cntr_en);
reg [3:0] state;
parameter S_IDLE = 4'b0000;    
parameter S_DATA = 4'b0001;    
parameter S_ZERO = 4'b0010;    
parameter S_LAST = 4'b1001;    
parameter S_STOP = 4'b1010;    
parameter S_WAIT = 4'b1011;    
wire start_tx, stop_tx, next_tx, read_rx, spi_load;
assign start_tx = ( (state == S_IDLE) & ~wr_fifo_empty & wr_fifo_dout[8] );
assign stop_tx  = (spi_mode[0]) ? ( (state == S_LAST) & spi_sck_rise & spi_tx_stop )
                                : ( (state == S_STOP) & spi_sck_rise );
assign next_tx  = (spi_mode[0]) ? ( (state == S_LAST) & spi_sck_rise & ~wr_fifo_empty & ~spi_tx_stop )
                                : ( (state == S_LAST) & spi_sck_fall & ~wr_fifo_empty & ~spi_tx_stop );
assign read_rx  = (spi_mode[0]) ? ( (state == S_LAST) & spi_sck_rise )
                                : ( (state == S_LAST) & spi_sck_fall );
assign spi_load = (start_tx | next_tx);
always @ (posedge clk)
begin
   if(rst)
      state <= S_IDLE;
   else begin
      case(state)
         S_IDLE: begin
            if( start_tx ) begin
               if (spi_mode[0] == 1'b0)
                  state <= S_ZERO;
               else
                  state <= S_DATA;
            end
         end
         S_LAST: begin
            if( spi_sck_fall & (spi_mode[0] == 1'b0) ) begin
               if ( ~wr_fifo_empty & ~spi_tx_stop )
                  state <= S_ZERO;
               else if ( wr_fifo_empty & ~spi_tx_stop )
                  state <= S_WAIT;
               else if ( spi_tx_stop )
                  state <= S_STOP;
            end
            else if( spi_sck_rise & (spi_mode[0] == 1'b1) ) begin
               if ( ~wr_fifo_empty & ~spi_tx_stop )
                  state <= S_ZERO;
               else if ( wr_fifo_empty & ~spi_tx_stop )
                  state <= S_WAIT;
               else if ( spi_tx_stop )
                  state <= S_IDLE;
            end
         end
         S_WAIT: begin
            if ( ~wr_fifo_empty )
               state <= S_ZERO;
         end
         S_STOP: begin
            if(spi_sck_rise)
               state <= S_IDLE;
         end
         default: begin
            if(( spi_sck_fall & (spi_mode[0] == 1'b0) ) |
               ( spi_sck_rise & (spi_mode[0] == 1'b1) )  )
               state <= state + 1'b1;
         end
      endcase
   end
end
wire spi_shr_sh;
assign spi_shr_sh = (state >= S_ZERO) & (state < S_LAST) &
                    ( (spi_sck_fall) & (spi_mode[0] == 1'b0) | 
                      (spi_sck_rise) & (spi_mode[0] == 1'b1)  );
wire wr_fifo_wr, wr_fifo_empty, wr_fifo_full;
wire [10:0] wr_fifo_dout;
wire [ 7:0] wr_fifo_dout_ordered;
srl_fifo #(
   .WIDTH(11)
)
wr_fifo (
   .clk(clk),
   .rst(rst),
   .wr(wr_fifo_wr),
   .rd(spi_load),
   .din(din),
   .dout(wr_fifo_dout),
   .empty(wr_fifo_empty),
   .full(wr_fifo_full)
);
assign wr_fifo_wr = (wr & ~wr_fifo_full);
assign wr_fifo_dout_ordered = (spi_endianness) ? wr_fifo_dout[7:0]
                                               : {wr_fifo_dout[0], wr_fifo_dout[1],
                                                  wr_fifo_dout[2], wr_fifo_dout[3],
                                                  wr_fifo_dout[4], wr_fifo_dout[5],
                                                  wr_fifo_dout[6], wr_fifo_dout[7]};
reg spi_tx_stop, spi_rx;
always @ (posedge clk)
begin
   if(rst) begin
      spi_tx_stop  <= 1'b0;
      spi_rx       <= 1'b0;
   end
   else if(spi_load) begin
      spi_tx_stop  <= wr_fifo_dout[ 9];
      spi_rx       <= wr_fifo_dout[10];
   end
end
wire [7:0] spi_shr_dout_ordered;
wire rd_fifo_empty, rd_fifo_full;
wire [7:0] rd_fifo_dout;
wire rd_fifo_wr;
reg  rd_fifo_rd;
srl_fifo #(
   .WIDTH(8)
)
rd_fifo (
   .clk(clk),
   .rst(rst),
   .wr(rd_fifo_wr),
   .rd(rd_fifo_rd),
   .din(spi_shr_dout_ordered),
   .dout(rd_fifo_dout),
   .empty(rd_fifo_empty),
   .full(rd_fifo_full)
);
assign rd_fifo_wr = (read_rx & ~rd_fifo_full & spi_rx);
assign dout = (~rd_fifo_empty) ? {1'b0, rd_fifo_dout} : {1'b1, 8'b0};
always @ (posedge clk)
begin
   if(rst)
      rd_fifo_rd <= 1'b0;
   else
      rd_fifo_rd <= (rd & ~rd_fifo_empty);
end
reg ack_reg;
always @ (posedge clk)
begin
   if(rst)
      ack_reg <= 1'b0;
   else
      ack_reg <= wr_fifo_wr | rd | cmd;
end
assign ack = ack_reg;
wire [7:0] spi_shr_dout;
shr spi_shr (
   .clk(clk),
   .rst(rst),
   .din(spi_miso),
   .sh(spi_shr_sh),
   .ld(spi_load),
   .ld_data(wr_fifo_dout_ordered),
   .dout(spi_mosi),
   .dstr(spi_shr_dout)
);
assign spi_shr_dout_ordered = (spi_endianness) ? spi_shr_dout[7:0]
                                               : {spi_shr_dout[0], spi_shr_dout[1],
                                                  spi_shr_dout[2], spi_shr_dout[3],
                                                  spi_shr_dout[4], spi_shr_dout[5],
                                                  spi_shr_dout[6], spi_shr_dout[7]};
reg spi_ss_reg;  
always @ (posedge clk)
begin
   if(rst)
      spi_ss_reg <= 1'b1;
   else if(stop_tx)
      spi_ss_reg <= 1'b1;
   else if(start_tx)
      spi_ss_reg <= 1'b0;
end
assign spi_ss = spi_ss_reg;
endmodule
`timescale 1ns / 1ps
module top_level(
   input         clk,
   input         rst,
   input  [31:0] wb_addr,   
   input         wb_we,     
   input         wb_stb,    
   input         wb_cyc,    
   input  [31:0] wb_dout,   
   output [31:0] wb_din,    
   output        wb_ack,    
   output        spi_mosi,
   output        spi_sck,
   output        spi_ss,
   input         spi_miso
);
wire [10:0] dout;
wire [ 8:0] din;
wire cmd, wr, rd, ack;
wishbone_if wishbone_interface (
   .clk(clk), 
   .rst(rst), 
   .wb_addr(wb_addr), 
   .wb_we(wb_we), 
   .wb_stb(wb_stb), 
   .wb_cyc(wb_cyc), 
   .wb_dout(wb_dout), 
   .wb_din(wb_din), 
   .wb_ack(wb_ack), 
   .dout(dout), 
   .cmd(cmd), 
   .wr(wr), 
   .rd(rd), 
   .din(din), 
   .ack(ack)
);
spi_if spi_interface (
   .clk(clk),
   .rst(rst),
   .din(dout),
   .cmd(cmd),
   .wr(wr),
   .rd(rd),
   .dout(din),
   .ack(ack),
   .spi_mosi(spi_mosi),
   .spi_sck(spi_sck),
   .spi_ss(spi_ss),
   .spi_miso(spi_miso)
);
endmodule
`timescale 1ns / 1ps
module wishbone_if(
   input         clk,       
   input         rst,       
   input  [31:0] wb_addr,   
   input         wb_we,     
   input         wb_stb,    
   input         wb_cyc,    
   input  [31:0] wb_dout,   
   output [31:0] wb_din,    
   output        wb_ack,    
   output [10:0] dout,      
   output        cmd,       
   output        wr,        
   output        rd,        
   input  [ 8:0] din,       
   input         ack        
);
parameter ADDR_DATA = 32'h0000_0010;
parameter ADDR_CMD  = 32'h0000_0020;
reg [31:0] wb_din_reg;    
reg        wb_ack_reg;    
reg [10:0] dout_reg;      
reg        cmd_reg;       
reg        wr_reg;        
reg        rd_reg;        
wire select;
assign select = (wb_stb & wb_cyc);
reg [1:0] select_reg;
always @ (posedge clk)
begin
   if(rst)
      select_reg <= 2'b0;
   else
      select_reg <= {select_reg[0], select};
end
wire select_rise;
assign select_rise = ( select_reg == 2'b01 );
wire [31:0] din_ext;
assign din_ext = {23'b0, din};
assign wb_din = (select & ~wb_we & ack) ? din_ext : 32'bZ;
assign wb_ack = (select) ? ack : 1'bZ;
assign dout   = (select &  wb_we) ? wb_dout[10:0] : 11'bZ;
assign cmd    = ((wb_addr ^ ADDR_CMD)  == 32'b0) & (select_rise) & ( wb_we);
assign wr     = ((wb_addr ^ ADDR_DATA) == 32'b0) & (select_rise) & ( wb_we);
assign rd     = ((wb_addr ^ ADDR_DATA) == 32'b0) & (select_rise) & (~wb_we);
endmodule
```

## run.sh

```bash
#!/bin/bash
# OpenROAD 26Q1-2900-gdf79404cd8, Yosys 0.63+post, stock flow scripts
make -C /OpenROAD-flow-scripts/flow DESIGN_CONFIG=/design/flow/config.mk WORK_HOME=/design/flow/orfs finish
```

## config.mk

```make
export PLATFORM = sky130hd
export DESIGN_NAME = top_level
export DESIGN_NICKNAME = top_level
export VERILOG_FILES = /design/flow/design.v
export SDC_FILE = /design/flow/constraint.sdc
export NUM_CORES = 4
export LEC_CHECK = 1
export CORE_UTILIZATION = 40
```

## constraint.sdc

```tcl
current_design top_level

set clk_period 16.1
set clk_io_pct 0.2

create_clock -name clk0 -period $clk_period [get_ports {clk}]

set non_clock_inputs [all_inputs -no_clocks]
set_input_delay [expr $clk_period * $clk_io_pct] -clock clk0 $non_clock_inputs
set_output_delay [expr $clk_period * $clk_io_pct] -clock clk0 [all_outputs]
```

==> flow_summary.yaml <==
# implementation run metrics
status:
  status: "complete, no violations"
floorplanning:
  num_io_pins: 106
  fp.coreArea_um2: 38740
  die_area_um2: 40210
  die_width_um: 200.5
  fp_util: 0.4069
  fp.dieH_um: 200.5
  rows: 72
global_route:
  grt.overflow.total: 0
  track_usage: 0.1848
  grt_pass1_wl_um: 54720
  first_global_vias: 9916
  antenna_found_initial: 0
  grt_max_degree: 67
run:
  openroad.warnings: 50
  cap_violations: 0
synthesis:
  yosys.stat.seqShare: 0.6540
  ys_area_um2: 15760
  synthCells: 1138
  syn_avg_cell_area_um2: 13.85
  synthArstFlopShare: 0
  yosys_warnings: 10
  ys.flops: 363
  edf_count: 304
  ys_types: 86
  yosys-stat-cells: 1138
  syn_area_um2: 15760
  flop_cell: "edfxtp_1"
route:
  first_iter_violations: 589
  num_vias: 9631
  drcViolationCount: 0
  avgRoutedWirePerCell_um: 19.51
  firstDrtPassIters: 5
  n_antenna_cell: 0
  vias_per_cell: 5.522
  antenna_left: 0
  totalWireLength_um: 34020
sta:
  post-route-period-util: 0.4479
  hold_viol_final: 0
  rsz0062_at_grt: "no"
  clock.fmax_mhz: 138.7
  layout_min_cycle_time_ps: 7211
  drv_slew: 0
  slew_headroom: 0.4476
  skew_ps: 29.50
  finalSetupViolCount: 0
  final.setup.tns_ps: 0
  tightest_slew_ps: 828.6
cts:
  clockBufferDepth: 3
  htreeDepth: 2
  cts_tree: "done"
  clkTransAtPathRegs_ps: 60
  cts_setup_buffers: 0
  clk_latency_ps: 540
  cts_root_buffer: "clkbuf_16"
  holdBufCountCts: 0
  post_cts_resized: 0
  cts_made_buffers: 39
  clock_sink_count: 363
cells_and_area:
  reg_top3: "spi_interface.wr_fifo.srl_shr x176, spi_interface.rd_fifo.srl_shr x128"
  area_growth_pct: 13.88
  drive_gt1_frac: 0.1166
  postLayoutCoreUtil: 0.4634
  top_register: "spi_interface.wr_fifo.srl_shr"
  layout.cells.non_filler: 1744
  lay_top_count: "edfxtp_1"
  nFillCells: 3452
  fin_area_um2: 17950
  largest_reg_flops: 176
  mostFrequentLayoutCells: "edfxtp_1, nor2_1, clkdlybuf4s50_1, a21oi_1"
critical_path:
  r2r_cells: 15
  worstSetupStartpointType: "input port"
  end_kind: "register"
  r2r-end: "spi_interface.wr_fifo.srl_addr[4]"
  path_class: "input port to register"
  r2r_start: "spi_interface.wr_fifo.srl_addr[3]"
  endpoint: "spi_interface.wr_fifo.srl_addr[4]"
  worst_ep_required_time_ps: 16500
  worstPathArrival_ps: 7610
  ff2ff_setup_slack_ps: 11490
  cp-startpoint: "wb_addr[27]"
  crit_fanout: 57
pwr:
  leakage_nw: 6.151
  ir_drop_mv: 0.05708
  power_density_nw_per_um2: 106.3
placement:
  dp.cells: 1672
  place_congestion: 0.8398
  portBuffers: 61
  place_hpwl_um: 21100
  dpl-instance-area_um2: 16740
worst_hold_path:
  min_path_type: "register to register"
## worst min-delay path by stage
stage,startpoint,to,slack [ps],depth (start not counted)
after CTS,spi_interface.rd_fifo.srl_shr[3][6],spi_interface.rd_fifo.srl_shr[4][6],420,0
after global routing,spi_interface.wr_fifo.srl_shr[3][10],spi_interface.wr_fifo.srl_shr[4][10],440,0
final,spi_interface.rd_fifo.srl_shr[3][6],spi_interface.rd_fifo.srl_shr[4][6],430,0
## cells in the mapped netlist, drive strengths merged (4+ instances only)
cell type	count	area [um2]
nand3	31	155.2
a21o	12	97.59
a221oi	14	147.6
o2bb2ai	4	35.03
xor2	14	122.6
o22ai	11	68.82
nand2	48	180.2
nand3b	4	30.03
a21oi	59	299.0
ha	20	250.2
nor2	83	319.1
nand4	6	37.54
o21ai	35	175.2
o221ai	5	50.04
clkbuf	23	86.33
or3	4	25.02
and3	11	68.82
xnor2	20	175.2
nand2b	7	43.79
mux2	29	326.6
mux4	8	180.2
nor4b	5	43.79
nor3	29	145.1
a22o	14	122.6
a211oi	11	97.60
edfxtp	304	9129
a222oi	4	40.04
a31oi	13	87.58
a32o	9	90.09
nor2b	14	87.58
dfxtp	59	1181
fa	4	80.08
nor4	10	68.81
buf	67	476.7
mux2i	55	550.5
a22oi	6	45.04
a32oi	15	131.4
a21boi	5	37.54
inv	18	72.57
a311oi	5	43.79
## power breakdown
group | switching (W) | total [W] | internal [W]
Sequential | 0.00000319 | 0.00101 | 0.00101
Combinational | 0.0000250 | 0.0000528 | 0.0000278
Clock | 0.000360 | 0.000846 | 0.000486
Total | 0.000388 | 0.00191 | 0.00152
## routing by layer
| metal | share of wire | GRT usage | up-vias | wire, um |
|---|---|---|---|---|
| met4 | 0.019 | 0.03135 | 2 | 650 |
| met1 | 0.44 | 0.2901 | 4689 | 14980 |
| met3 | 0.11 | 0.08611 | 55 | 3706 |
| li1 | - | - | 4481 | - |
| met2 | 0.43 | 0.2550 | 404 | 14660 |
| met5 | 0.00041 | 0.01310 | - | 14 |
## kinds of logic after synthesis
family / Yosys count / synth area share
compound gates: 244 / 0.1125
other cells: 1 / 0.0002379
mux: 92 / 0.06707
fa+ha+maj: 24 / 0.02095
buf+inv: 110 / 0.04080
flops: 363 / 0.6540
simple gates: 270 / 0.08556
xor+xnor: 34 / 0.01889
## layout make-up
cell class	instances	area, um2	share of cell area
clock buffer	56	1122	0.06252
tap	518	648.1	0.03610
sequential	363	10310	0.5746
clock inverter	16	87.58	0.004879
timing repair buffer	84	778.2	0.04335
inverter	20	80.08	0.004461
multi-input combinational	687	4921	0.2741
## through the flow
step	total power, W	hold WS [ps]	setup WS [ps]
floorplan	0.001065	416.2	5226
global placement	0.001082	422.9	8433
detailed placement	0.001082	427.4	8405
CTS	0.001929	421.0	8953
global route	0.001970	444.7	8550
finish	0.001908	426.9	8889
## worst max-delay path: stages
cell             delay (ps)
clkdlybuf4s50_1         400
nor4b_1                 290
nand4_1                 250
nor4_1                  610
and3b_4                 280
buf_4                   570
ha_1                    340
inv_1                   190
fa_1                    440
a21o_1                  170
a21oi_1                 160
xnor2_1                 100
o21ai_0                 140
or3b_2                  450
No activity file was given, so power comes from the tool's default toggle rates.
